File: flow/run.sh
#!/bin/bash
# OpenROAD 26Q1-2900-gdf79404cd8, Yosys 0.63+post, stock flow scripts
make -C /OpenROAD-flow-scripts/flow DESIGN_CONFIG=/design/flow/config.mk WORK_HOME=/design/flow/orfs finish
File: flow/config.mk
export PLATFORM = sky130hd
export DESIGN_NAME = pc
export DESIGN_NICKNAME = pc
export VERILOG_FILES = /design/flow/design.v
export SDC_FILE = /design/flow/constraint.sdc
export NUM_CORES = 4
export LEC_CHECK = 1
export CORE_AREA = 10 10 102 102
export DIE_AREA = 0 0 112 112
File: flow/constraint.sdc
current_design pc

set clk_period 1.0
set clk_io_pct 0.2

create_clock -name clk0 -period $clk_period [get_ports {clk}]

set non_clock_inputs [all_inputs -no_clocks]
set_input_delay [expr $clk_period * $clk_io_pct] -clock clk0 $non_clock_inputs
set_output_delay [expr $clk_period * $clk_io_pct] -clock clk0 [all_outputs]
File: flow/design.v
module pc(pc_out,pc_in,clk,reset);
input [31:0] pc_in;
input clk , reset;
output [31:0] pc_out;
reg [31:0] pc_out ;
initial 
     begin
       end 
always @(posedge clk)
   begin
        if (reset)
              pc_out=0;
       else 
              pc_out=pc_in;
   end
endmodule    
==> out/results.ini <==
[timing]
finalSetupTns_ns=0
tmin_final_ns=0.960
maxSlewViolCount=0
slew_at_the_pin_closest_to_its_max_slew_limit_ns=0.147
slew_headroom_pct=90.2
setup_viol=0
post-route-period-util_pct=96.0
fmax_mhz=1040
finalHoldViolations=0

[power]
static-leakage-power_nw=0.664
power_per_cell_area_mw_per_mm2=1520
power_frac_clock_pct=36.0
power_frac_comb_pct=10.6
sw_frac_of_total_pct=20.4
vdd_ir_drop_max_v=0.000394
power.switching_w=0.000523
pwr-share-seq_pct=53.3
p_total_w=0.00256
cellInternalPower_w=0.00204

[layout]
number_of_flip_flops_in_the_largest_register=32
fill_cells=876
areaGrowthSynthToFinish_pct=95.1
final_core_util_pct=20.5
post_route_cells_drive_above_1_share_pct=20.4

[synthesis]
post_synth.cell_area_avg_sq_um=12.9
mappedNetlistArea_sq_um=863
synth.distinct_cells=3
synth_stat.cells=67
synth_warnings=1
yosysTopAreaCellShare_pct=74.2
yosys-top-cells-area=dfxtp_1 (74%), nor2b_1 (23%), buf_4 (2.6%)
yosysSeqAreaShare_pct=74.2
leading_area_contributor_after_synthesis=dfxtp_1
postSynthRegisterBits=32
syn_inst=67
yosysChipArea_sq_um=863

[setup_path]
timing.setup.critical_path_class=flip-flop to output port
crit_fanout=1
cp_max_stage_cell=dfxtp_1
worstSetupEndpointType=output port
path_buffers=1
worst_setup_path_start_kind=flip-flop
critical-path-max-stage-delay_ns=0.31
critical_path_arrival_ns=0.76
critical_path_required_ns=0.80
timing.critical_path.cells=clkdlybuf4s15_1
critical_path.top_delay_family=flip-flops

[floorplanning]
std_cell_rows=33
chipWidth_um=112
die.size.y_um=112
io-pin-count=66
core_util_floorplan_pct=10.5
fp.coreArea_sq_mm=0.00822
floorplan.die_area_sq_mm=0.0125

[global_route]
largest_net_degree_at_the_start_of_global_routing=33
global_route.usage.total_pct=3.97
grt_pass1_wl_um=4080
first_global_vias=715
initial_antenna_violation_count=0
globalRoute.totalOverflow=0

[placed_design]
buffer_ports.inserted=65
gp_congestion=0.673
placed_wire_length_estimate_um=2140

[cts]
clk_pin_slew_worst_paths_ns=0.07
cts-root-buf=clkbuf_8
tritoncts=done
buffer_count_from_post_cts_setup_fixing=0
h-tree-depth=2
max-clock-path-buffers=2
cts.hold.buffers_added=0
clock-sinks=32
cts-buffers-inserted=5

[route]
route.vias.total=680
vias_per_cell=2.81
drt_pre_antenna_iters=2
route.antenna.diode_count=0
route.detailed.wl_per_inst_um=11.0
antenna_left=0
drt_drc_violations_left=0
initialDrtViolationCount=4
finalWirelength_um=2660

[status]
status=finished clean

[run]
number_of_violations_of_the_max_capacitance_limit=0
tool_warnings=25

[min_path]
worst_hold_class=input port to flip-flop

[final timing paths]
path | endpoint | start | slack (ns) | cells past startpoint
min | pc_out[6]$_SDFF_PP0_ | pc_in[6] | 0.46 | 2
max | pc_out[9] | pc_out[9]$_SDFF_PP0_ | 0.04 | 1
[cells in the final DEF, fill, tap and decap left out]
| master | synthesis | layout |
|---|---|---|
| clkinv_2 | 0 | 1 |
| nor2b_1 | 32 | 32 |
| buf_2 | 0 | 2 |
| buf_12 | 0 | 1 |
| clkdlybuf4s50_1 | 0 | 33 |
| clkdlybuf4s15_1 | 0 | 22 |
| clkbuf_1 | 0 | 1 |
| clkbuf_8 | 0 | 5 |
| dfxtp_1 | 32 | 21 |
| clkbuf_2 | 0 | 8 |
| dfxtp_2 | 0 | 11 |
[cell type report]
class / count / area (sq um) / area share [%]
Clock inverter: 1 / 5.00 / 0.297
Clock buffer: 6 / 72.6 / 4.31
Tap cell: 105 / 131 / 7.80
Multi-Input combinational cell: 32 / 200 / 11.9
Sequential cell: 32 / 654 / 38.9
Timing Repair Buffer: 66 / 621 / 36.8
[cell families after synthesis]
family,Yosys count,share of synthesized area (%)
buffers and inverters,3,2.61
and+or+nand+nor,32,23.2
DFF,32,74.2
[per-layer routing]
layer  up-vias  GRT usage [%]  share of wire, %
met2        35           6.88                50
met4         0           1.02               2.2
met3         5           1.85               9.9
met1       304           4.28                38
li1        336              -                 -
met5         -              0                 0
[power by group through the flow]
stage         Combinational, W  Sequential [W]  Clock, W
finish                0.000271         0.00136  0.000922
global route          0.000297         0.00137   0.00103
CTS                   0.000290         0.00136  0.000998
[synthesized netlist by cell type (all sizes together)]
master / n
nor2b: 32
dfxtp: 32
buf: 3
[metrics by stage]
stage / instances / setup WS [ns] / instance area (sq um) / hold WS, ns
after floorplan: 67 / 0.509 / 863 / 0.272
after global placement: 235 / -0.0959 / 1640 / 0.759
after detailed placement: 235 / -0.107 / 1640 / 0.760
after CTS: 242 / 0.00841 / 1710 / 0.452
after global routing: 242 / -0.00121 / 1680 / 0.452
final: 242 / 0.0396 / 1680 / 0.461
[timing repair]
| item | 4_1_cts | 5_1_grt |
|---|---|---|
| endpoints found under the hold margin | 0 | 0 |
| resized | 70 | 16 |
| endpoints found under the setup margin | 32 | 12 |
No activity file was given, so power comes from the tool's default toggle rates.
